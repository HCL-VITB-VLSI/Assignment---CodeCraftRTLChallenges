**/design/flow/run.sh**
```bash
#!/bin/bash
# OpenROAD 26Q1-2900-gdf79404cd8, Yosys 0.63+post, stock flow scripts
make -C /OpenROAD-flow-scripts/flow DESIGN_CONFIG=/design/flow/config.mk WORK_HOME=/design/flow/orfs finish
```
**/design/flow/config.mk**
```make
export PLATFORM = sky130hd
export DESIGN_NAME = three_bit
export DESIGN_NICKNAME = three_bit
export VERILOG_FILES = /design/flow/design.v
export SDC_FILE = /design/flow/constraint.sdc
export NUM_CORES = 4
export LEC_CHECK = 1
export CORE_AREA = 10 10 70 70
export DIE_AREA = 0 0 80 80
```
**/design/flow/constraint.sdc**
```tcl
current_design three_bit

set clk_period 1.4
set clk_io_pct 0.2

create_clock -name clk0 -period $clk_period [get_ports {clk}]

set non_clock_inputs [all_inputs -no_clocks]
set_input_delay [expr $clk_period * $clk_io_pct] -clock clk0 $non_clock_inputs
set_output_delay [expr $clk_period * $clk_io_pct] -clock clk0 [all_outputs]
```
**/design/flow/design.v**
```verilog
module three_bit(
    input clk,
    input reset,
    input signal,
    output reg flag
);
    reg [2:0] clk_count;        
    reg [2:0] edge_count;       
    reg window_active;          
    reg prev_signal;            
    wire rising_edge = (~prev_signal) & signal;  
    always @(posedge clk or posedge reset) begin
        if (reset) begin
            prev_signal   <= 0;
            clk_count     <= 0;
            edge_count    <= 0;
            window_active <= 0;
            flag          <= 0;
        end else begin
            prev_signal <= signal;
            if (window_active) begin
                clk_count <= clk_count + 1;
                if (rising_edge)
                    edge_count <= edge_count + 1;
                if (edge_count == 3)
                    flag <= 1;
                if (clk_count == 5) begin
                    window_active <= 0;
                    clk_count     <= 0;
                    edge_count    <= 0;
                end
            end else begin
                if (rising_edge) begin
                    window_active <= 1;
                    clk_count     <= 1;
                    edge_count    <= 1;
                end
            end
        end
    end
endmodule
```
==> flow_metrics.py <==
# Flow results
metrics = {
    "sta": {
        "rsz0062_at_grt": "false",
        "final.min_clock_period_ns": 1.34,
        "timing.fmax_mhz": 744,
        "hold_viol": 0,
        "period_used_share": 0.961,
        "fin_skew_ns": 0.00464,
        "relSlewSlack": 0.787,
        "setup_viol": 0,
        "worst_slew_pin_slew_ns": 0.319,
        "maxSlewViolCount": 0,
        "setup_slack_ns": 0.0552,
    },
    "synth": {
        "top_cell_area_share": 0.541,
        "yosys_area_um2": 417,
        "ys_warn_count": 1,
        "synth_cell_types": 18,
        "area_leaders": "dfrtp_1 54%, a22o_1 6.3%, ha_1 6.0%",
        "yosys.area.top_type": "dfrtp_1",
        "syn_inst": 34,
        "synth_area_um2": 417,
        "ys_seq_frac": 0.541,
        "avgSynthCellArea_um2": 12.3,
        "ys.flops": 9,
        "ys_cells": 34,
    },
    "route": {
        "drc": 0,
        "via_per_inst": 3.30,
        "drt-pass1-iter-count": 4,
        "ant_nets": 0,
        "diodes": 0,
        "wl_um": 652,
        "initialDrtViolationCount": 21,
        "via_count": 287,
        "wl_per_cell_um": 7.49,
    },
    "pwr": {
        "p_leak_nw": 0.220,
        "irDropWorstVdd_v": 0.000357,
        "power_mw": 0.934,
        "power_density_nw_per_um2": 1770,
    },
    "clock_tree": {
        "numCtsBuffers": 3,
        "insertion_delay_ns": 0.26,
        "cts_tree": "built",
        "numClockSinks": 9,
        "clockRootBuffer": "clkbuf_4",
        "htreeDepth": 1,
        "clockBufferDepth": 2,
        "clk_pin_slew_ns": 0.06,
    },
    "floorplan": {
        "initCoreUtil": 0.122,
        "die_area_um2": 6400,
        "die_w_um": 80,
        "fp.dieH_um": 80,
        "fp-row-count": 21,
        "num_io_pins": 4,
        "core_area_um2": 3420,
    },
    "cells_and_area": {
        "drive_gt1_frac": 0.171,
        "final_area_um2": 527,
        "fillers": 382,
        "layout_top_cell": "dfrtp_1",
        "area_growth_pct": 26.4,
        "final_util": 0.154,
    },
    "critical_path": {
        "crit_path_cell_trace": "clkdlybuf4s50_1",
        "slowest_stage": "clkdlybuf4s50_1",
        "end_kind": "primary output",
        "worstSetupPathType": "reg2out",
        "cp_num_buf_inv": 1,
        "worstPathArrival_ns": 1.06,
        "cp-start-kind": "flip-flop",
        "cp_data_required_time_ns": 1.12,
        "cpPeakStageDelay_ns": 0.46,
        "crit_family": "buffers and inverters",
        "cp_max_fo": 2,
    },
    "global_routing": {
        "grt_pass1_vias": 259,
        "grt_pass1_wl_um": 1090,
        "grt_usage": 0.0205,
        "antenna_found_initial": 0,
        "grt_max_degree": 10,
        "grt_overflow_total": 0,
    },
    "run": {
        "warning_count": 25,
        "maxCapViolations": 0,
    },
    "placement": {
        "gp_congestion": 0.717,
        "dp_hpwl_um": 473,
        "placed_area_um2": 493,
        "port_buffers": 3,
        "dpl_worst_slack_ns": -0.00802,
    },
    "status": {
        "status": "completed",
    },
    "min_path": {
        "hp-class": "in2async",
    },
}
layout make-up:
| cell class | instances | area, µm² | share of cell area |
|---|---|---|---|
| flip-flops and latches | 9 | 225 | 0.428 |
| multi-input cells | 21 | 169 | 0.321 |
| well taps | 46 | 57.6 | 0.109 |
| repair buffers | 4 | 37.5 | 0.0713 |
| clock buffers | 4 | 26.3 | 0.0499 |
| inverters | 3 | 11.3 | 0.0214 |
logic make-up after synthesis:
logic type | count (synthesis) | share of synthesized area
simple gates | 10 | 0.171
flops | 9 | 0.541
compound gates | 8 | 0.150
buf+inv | 4 | 0.0541
fa+ha+maj | 2 | 0.0601
mux | 1 | 0.0240
power breakdown:
group / leakage [nW] / switching [mW] / internal [mW]
logic: 0.100 / 0.105 / 0.169
registers: 0.105 / 0.108 / 0.356
clock network: 0.0150 / 0.0858 / 0.110
total: 0.220 / 0.299 / 0.634
metrics by stage:
stage | hold slack [ns] | setup TNS (ns) | cells
floorplan | 0.108 | 0 | 34
global placement | 0.449 | 0 | 82
detailed placement | 0.457 | -0.0153 | 82
CTS | 0.275 | 0 | 86
global route | 0.290 | 0 | 87
finish | 0.266 | 0 | 87
cell usage after synthesis (all sizes together):
cell type and instances:
buf 1, nor2b 2, nand3b 1, inv 3, nor2 3, a21o 1
and2b 1, a32o 1, o21bai 1, a31oi 1, and4b 1, ha 2
a21oi 1, nor3 1, mux2i 1, a22o 3, and3 1, dfrtp 9
per-layer routing:
layer / up-vias / global-route usage / part of all wire
li1: 138 / - / -
met1: 136 / 0.0264 / 0.40
met2: 11 / 0.0297 / 0.48
met3: 2 / 0.00909 / 0.089
met4: 0 / 0.00704 / 0.029
met5: - / 0 / 0
worst paths after layout:
check	endpoint	cells past startpoint	slack, ns	startpoint
min	edge_count[0]$_DFFE_PP0P_	2	0.27	reset
max reg2reg	edge_count[2]$_DFFE_PP0P_	4	0.17	edge_count[0]$_DFFE_PP0P_
max	flag	1	0.06	flag$_DFFE_PP0P_
min reg2reg	edge_count[0]$_DFFE_PP0P_	1	0.50	edge_count[0]$_DFFE_PP0P_
max in group asynchronous	clk_count[2]$_DFFE_PP0P_	2	0.89	reset
min in group clk0	prev_signal$_DFF_PP0_	1	0.49	signal
repair_timing:
action / in CTS / in global routing
gates resized: 0 / 0
hold buffers: 0 / 0
setup endpoints to repair: 0 / 1
setup buffers: 0 / 1
sequential cells by signal, summed over array words and instances (netlist names):
signal         count
clk_count          3
window_active      1
flag               1
prev_signal        1
edge_count         3
Power and IR drop assume default switching activity.
