`flow/run.sh`:
```
#!/bin/bash
# OpenROAD 26Q1-2900-gdf79404cd8, Yosys 0.63+post, stock flow scripts
make -C /OpenROAD-flow-scripts/flow DESIGN_CONFIG=/design/flow/config.mk WORK_HOME=/design/flow/orfs finish
```
`flow/config.mk`:
```
export PLATFORM = sky130hd
export DESIGN_NAME = ones_detector
export DESIGN_NICKNAME = ones_detector
export VERILOG_FILES = /design/flow/design.v
export SDC_FILE = /design/flow/constraint.sdc
export NUM_CORES = 4
export LEC_CHECK = 1
export CORE_AREA = 10 10 70 70
export DIE_AREA = 0 0 80 80
```
`flow/constraint.sdc`:
```
current_design ones_detector

set clk_period 1.0
set clk_io_pct 0.2

create_clock -name clk0 -period $clk_period [get_ports {clk}]

set non_clock_inputs [all_inputs -no_clocks]
set_input_delay [expr $clk_period * $clk_io_pct] -clock clk0 $non_clock_inputs
set_output_delay [expr $clk_period * $clk_io_pct] -clock clk0 [all_outputs]
```
`flow/design.v`:
```
module ones_detector(in, clk, reset, out);
    input [7:0] in;
    input clk, reset;
    output reg [7:0] out;
    always @(posedge clk or posedge reset) begin
        if (reset) begin
            out <= 0;                      
        end
        else begin
            out <= in[0] + in[1] + in[2] + in[3] + 
                   in[4] + in[5] + in[6] + in[7];
        end
    end
endmodule
```
==> flow_summary.yaml <==
# physical design summary
routing:
  via_count: 226
  dr.pass1.iters: 2
  drc: 0
  wl_per_cell_um: 7.43
  drt-total-wl_um: 691
  ant_nets: 0
  drt_iter0_drc: 2
  antenna-diode-count: 0
  via_per_inst: 2.43
power_and_ir_drop:
  total_power_uw: 782
  p_int_uw: 565
  irDropWorstVdd_v: 0.000267
  leakage_uw: 0.000252
  power_density_nw_per_um2: 1490
  swShare_pct: 27.7
  pwr-share-comb_pct: 45.4
  p_seq_share_pct: 29.7
  switchingPower_uw: 217
  p_clk_share_pct: 25.0
synthesis:
  netlist.area_leader.share_pct: 31.6
  ys_warn_count: 1
  async_flop_share_pct: 100
  ys_cells: 31
  synth_cells: 31
  yosysUniqueCellTypes: 9
  syn_area_um2: 317
  edf_count: 0
  yosysMostFrequentCell: "inv_1"
  ff_type: "dfrtp_1"
  ys_top_cells_by_count: "inv_1 (12), buf_4 (4), dfrtp_1 (4), fa_1 (4), ha_1 (3)"
  ys_ff: 4
  topCellsByArea: "dfrtp_1 (32%), fa_1 (25%), inv_1 (14%), ha_1 (12%), buf_4 (9.5%)"
  synth_seq_share_pct: 31.6
  largest_area_cell: "dfrtp_1"
  syn_avg_cell_area_um2: 10.2
  ys_area_um2: 317
clock_network:
  clk_pin_slew_ns: 0.04
  cts.sinks: 4
  tritoncts: "built"
  clk_path_buf_depth: 2
  cts_root_buffer: "clkbuf_4"
  cts_htree_levels: 1
  cts_buffers: 3
final_layout:
  largest-register: "out"
  fill_cells: 391
  final-comb-area_um2: 171
  top_regs: "out (4)"
  largest_register_ffs: 4
  syn_to_final_growth_pct: 66.0
  seqCellArea_um2: 100
  drive_above_1_share_pct: 27.7
floorplan:
  die-area_um2: 6400
  dieHeight_um: 80
  die_w_um: 80
  rows: 21
  initial_core_util_pct: 9.27
  coreArea_um2: 3420
  io_pins: 18
setup_path:
  cp_cell_sequence: "buf_6, fa_1, inv_1, fa_1, fa_1, inv_2, ha_4, inv_2, fa_2, inv_2"
  cp-end-kind: "flip-flop"
  path_max_fanout: 2
  critPathTopFamily: "adder cells"
  cp.arrival_ns: 2.58
  cp-start-kind: "input port"
  cpMaxStageDelayCell: "fa_1"
  required_ns: 1.13
  slowest_delay_ns: 0.53
  worst-path-buf-inv: 5
  path_class: "input port to flip-flop"
outcome:
  violations: "negative setup slack"
  status: "finished with violations"
sta:
  slew_violations: 0
  postLayoutSetupSlackWorst_ns: -1.46
  fin_crit_ns: 2.46
  max_freq_mhz: 407
  final-setup-viol-count: 4
  grt_setup_unrepaired: "true"
  finalHoldViolations: 0
  finalCritPeriodShare_pct: 246
flow_run:
  drv_cap: 0
  warnings: 28
placed_design:
  dp_hpwl_um: 596
  place_ws_ns: -2.07
  portBuffers: 13
  place.gp.congestion: 0.798
global_routing:
  grt_pass1_wl_um: 1130
  antenna_found_initial: 0
  grt_max_degree: 5
  grt_pass1_vias: 251
  grt-ovfl-total: 0
  grt_use_total_pct: 2.17
min_path:
  hold_path.class: "input port to asynchronous set/reset pin"
[layer usage]
layer  track usage, %  part of all wire, %  vias up
met5                0                    0        -
met1             2.97                   46       99
met3             1.14                   18        2
met4            0.704                  2.5        0
li1                 -                    -      108
met2             2.81                   33       17
[timing repair]
item | CTS | global route
pin swaps | 5 | 3
gates resized | 27 | 0
setup buffers | 1 | 0
hold buffers | 0 | 0
endpoints found under the setup margin | 8 | 4
[cell type report]
type,instances,area share (%)
Clock buffer,3,4.29
Inverter,12,8.57
Multi-Input combinational cell,14,32.6
Sequential cell,4,19.0
Tap cell,46,11.0
Timing Repair Buffer,14,24.5
[cell families after synthesis]
group	count (synthesis)	share of synthesized area, %
compound gates	1	1.58
xor+xnor	1	2.77
fa+ha+maj	7	37.2
buf+inv	16	23.7
flops	4	31.6
other cells	1	1.18
simple gates	1	1.98
[through the flow]
step | area [µm²] | TNS (ns) | hold slack, ns | util (%) | instances
3_5_place_dp | 485 | -7.51 | 0.396 | 14.2 | 89
2_1_floorplan | 328 | -5.29 | -0.0339 | - | 34
4_1_cts | 526 | -5.28 | 0.150 | 15.4 | 93
6_report | 526 | -5.00 | 0.153 | 15.4 | 93
5_1_grt | 526 | -5.30 | 0.183 | 15.4 | 93
3_3_place_gp | 485 | -7.29 | 0.385 | 14.2 | 89
[power groups by stage]
| stage | logic, µW | registers (µW) | clock network, µW |
|---|---|---|---|
| CTS | 360 | 233 | 209 |
| global route | 412 | 235 | 216 |
| finish | 355 | 232 | 195 |
[cell usage in the layout, fill, tap and decap left out]
master	synthesis	layout
inv_1	12	9
clkdlybuf4s50_1	0	6
conb_1	1	4
dfrtp_1	4	4
clkdlybuf4s15_1	0	4
inv_2	0	3
fa_1	4	3
clkbuf_4	0	3
ha_1	3	2
buf_2	0	2
a21oi_2	0	1
nor2b_1	1	1
xnor2_1	1	1
fa_2	0	1
ha_4	0	1
buf_6	0	1
buf_4	4	1
[final timing paths]
path                        from      to  slack, ns  cells after the start
worst max-delay path       in[0]  out[1]      -1.46                     10
worst min-delay path       reset  out[0]       0.15                      2
max in group asynchronous  reset  out[2]       0.71                      2
min in group clk0          in[0]  out[2]       0.55                      4
No activity file was given, so power comes from the tool's default toggle rates.
