[config.mk]
export PLATFORM = sky130hd
export DESIGN_NAME = lighter
export DESIGN_NICKNAME = lighter
export VERILOG_FILES = /design/flow/design.v
export SDC_FILE = /design/flow/constraint.sdc
export NUM_CORES = 4
export LEC_CHECK = 1
export CORE_AREA = 10 10 70 70
export DIE_AREA = 0 0 80 80
[constraint.sdc]
current_design lighter

set clk_period 3.4
set clk_io_pct 0.2

create_clock -name clk0 -period $clk_period [get_ports {clk}]

set non_clock_inputs [all_inputs -no_clocks]
set_input_delay [expr $clk_period * $clk_io_pct] -clock clk0 $non_clock_inputs
set_output_delay [expr $clk_period * $clk_io_pct] -clock clk0 [all_outputs]
[design.v]
module lighter(clk, reset, enable, l);
    input clk, reset, enable;
    output reg [4:0] l;
    parameter s1 = 3'b000,
              s2 = 3'b001,
              s3 = 3'b010,
              s4 = 3'b011,
              s5 = 3'b100;
    parameter delayticks = 4;  
    reg [2:0] state, next_state;  
    reg [5:0] counter;            
    always @(posedge clk or posedge reset) begin
        if (reset) begin
            state <= s1;
            counter <= 0;
        end else if (enable) begin
            if (counter >= delayticks) begin
                state <= next_state;
                counter <= 0;
            end else begin
                counter <= counter + 1;
            end
        end
    end
    always @(*) begin
        case (state)
            s1: next_state = s2;
            s2: next_state = s3;
            s3: next_state = s4;
            s4: next_state = s5;
            s5: next_state = s1;  
            default: next_state = s1;
        endcase
    end
    always @(*) begin
        case (state)
            s1: l = 5'b00001;
            s2: l = 5'b00010;
            s3: l = 5'b00100;
            s4: l = 5'b01000;
            s5: l = 5'b10000;
            default: l = 5'b00000;
        endcase
    end
endmodule
[run.sh]
#!/bin/bash
# OpenROAD 26Q1-2900-gdf79404cd8, Yosys 0.63+post, stock flow scripts
make -C /OpenROAD-flow-scripts/flow DESIGN_CONFIG=/design/flow/config.mk WORK_HOME=/design/flow/orfs finish
==> flow_summary.ini <==
; flow metrics
[final_layout]
fin_util_pct = 18.1
ff_latch_area_um2 = 277
nFillCells = 381
logic_area_um2 = 173
drive_gt1_share_pct = 22.2
fin_area_um2 = 618
area_growth_pct = 26.7

[detailed_routing]
firstDrtPassIters = 3
num_vias = 270
drt-initial-drc-count = 20
wire_per_inst_um = 8.73
vias_per_cell = 2.97
drcViolationCount = 0
antennaDiodeCount = 0
postRouteAntennaNets = 0
wirelength_um = 794

[clock_tree]
h-tree-depth = 1
tritoncts = done
post_cts_buffers = 0
clock_latency_ns = 0.26
numClockSinks = 11
cts.repair.resized = 0
cts_root_buf = clkbuf_4
clk_pin_slew_ns = 0.06
cts_buffers = 3
cts_hold_buf = 0
clock_path_buffers = 2

[final_timing]
finalWorstPathRequiredPeriod_ns = 1.96
hold_viol = 0
hold_ws_ns = 0.535
drv_slew = 0
fin_worst_skew_ns = 0.00302
rsz0062_at_grt = false
fmax_ghz = 0.511
post-route-period-util_pct = 57.5
setup_viol = 0
worst_slew_pin_slew_ns = 0.424
finalSetupTns_ns = 0
relSlewSlack_pct = 71.6

[floorplanning]
core-area_um2 = 3420
rows = 21
chipHeight_um = 80
fp-utilization_pct = 14.3
die_x_um = 80
num_io_pins = 8
die-area_um2 = 6400

[global_routing]
grt_pass1_wl_um = 1480
grt_antenna_before_repair = 0
grt_pass1_vias = 303
grt_max_degree = 12
grt-ovfl-total = 0
track_usage_pct = 2.90

[synth]
postSynthSeqShare_pct = 56.7
synthCells = 40
synth_cell_types = 14
yosys_cells = 40
synth_chip_area_um2 = 488
syn_area_um2 = 488
top_cells_by_count = dfrtp_1, clkbuf_1, mux2_2
ys_ff = 11
avgSynthCellArea_um2 = 12.2
largest_area_cell = dfrtp_1
top_cell = dfrtp_1
edf_count = 0
synth-async-reset-ratio_pct = 100
yosys_warnings = 1
yosysTopAreaCellShare_pct = 51.3
topCellsByArea = dfrtp_1, mux2_2, o41ai_4
flop_cell = dfrtp_1

[worst_setup_path]
cpPeakStageDelay_ns = 0.55
startpoint = state[0]$_DFF_PP1_
reg2reg_from = counter[2]$_DFFE_PP0P_
endpoint = l[0]
path_class = reg2out
start_kind = flop
regToRegSetupSlack_ns = 1.97
path_buffers = 1
path_delay_family = flip-flops
worstReg2RegEnd = state[2]$_DFF_PP0_
r2r_cells = 2
path_max_fanout = 3
endpoint_kind = output pin
crit_arrival_ns = 1.28
worstPathCellList = clkdlybuf4s50_1
required_ns = 2.72
path_depth = 1
cp_slowest_cell = dfstp_2

[flow_run]
openroad.warnings = 27
max_cap_viol_count = 0

[place]
dpl_cell_area_um2 = 592
gp_congestion = 0.785
dpl.hpwl_um = 599
place.port_buffers = 7

[pwr]
p_leak_uw = 0.000282
vdd_drop_max_v = 0.000250
power_uw = 290
powerDensity_nw_per_um2 = 469

[hold_path]
hp-class = reg2reg

[run_status]
status = finished, final reports clean
==> power breakdown <==
part | total, µW | leakage [µW] | internal, µW | switching (µW)
combinational | 50.5 | 0.000121 | 25.5 | 25.0
clock | 83.9 | 0.0000150 | 45.3 | 38.6
sequential | 155 | 0.000146 | 144 | 11.0
==> worst min-delay path by stage <==
| stage | to | cells past startpoint | startpoint |
|---|---|---|---|
| CTS | state[4]$_DFF_PP0_ | 1 | state[2]$_DFF_PP0_ |
| global route | state[2]$_DFF_PP0_ | 1 | state[2]$_DFF_PP0_ |
| finish | state[1]$_DFF_PP0_ | 1 | state[1]$_DFF_PP0_ |
==> routing by layer <==
metal	wire length [µm]	share of wire [%]	vias up	global-route usage [%]
li1	-	-	138	-
met1	429	54	124	4.29
met2	260	33	6	3.13
met3	96	12	2	2.39
met4	7	0.88	0	0.176
met5	0	0	-	0
==> worst register-to-register path: cells and delay by family, from the launching register on <==
kind	cells	cell delay, ns
compound gates	1	0.51
flops	1	0.42
mux	1	0.39
==> through the flow <==
stage	std cells	worst slack [ns]
final	91	1.44
after global routing	91	1.39
after CTS	91	1.42
after detailed placement	87	1.39
after global placement	87	1.41
after floorplan	40	1.99
==> sequential cells by signal (all words and copies together) (netlist names) <==
signal,flops
counter,6
state,5
==> cells by family (layout without fill, tap and decap cells) <==
group	Yosys count	after routing	share of synthesized area, %
flip-flops	11	11	56.7
AND-OR/OR-AND	4	4	9.23
buffers and inverters	10	15	7.95
adder cells (fa/ha/maj)	2	2	5.13
AND/OR/NAND/NOR	8	8	9.49
multiplexers	5	5	11.5
==> cells in the final DEF (no fill, tap or decap) <==
cell type and n:
clkbuf_1 1, o41ai_4 1, nand2b_1 2, nand2_1 2, dfstp_2 1, ha_1 2
mux2_2 5, dfrtp_1 10, or4_1 1, inv_1 4, o21ai_0 1, clkdlybuf4s50_1 7
nor2b_1 3, clkbuf_4 3, o22ai_1 2
==> cell type report <==
type / instances / area share, %
sequential: 11 / 44.7
multi-input combinational: 19 / 27.9
timing repair buffer: 7 / 11.3
tap: 46 / 9.31
clock buffer: 4 / 4.25
inverter: 4 / 2.43
Power figures rest on the tool's default switching activity, not on a simulated workload.
